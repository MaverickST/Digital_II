`flow/run.sh`:
```
#!/bin/bash
# OpenROAD 26Q1-2900-gdf79404cd8, Yosys 0.63+post, stock flow scripts
make -C /OpenROAD-flow-scripts/flow DESIGN_CONFIG=/design/flow/config.mk WORK_HOME=/design/flow/orfs finish
```
`flow/constraint.sdc`:
```
current_design cntdiv_n

set clk_period 1.1
set clk_io_pct 0.2

create_clock -name clk0 -period $clk_period [get_ports {clk}]

set non_clock_inputs [all_inputs -no_clocks]
set_input_delay [expr $clk_period * $clk_io_pct] -clock clk0 $non_clock_inputs
set_output_delay [expr $clk_period * $clk_io_pct] -clock clk0 [all_outputs]
```
`flow/config.mk`:
```
export PLATFORM = sky130hd
export DESIGN_NAME = cntdiv_n
export DESIGN_NICKNAME = cntdiv_n
export VERILOG_FILES = /design/flow/design.v
export SDC_FILE = /design/flow/constraint.sdc
export NUM_CORES = 4
export LEC_CHECK = 1
export CORE_AREA = 10 10 70 70
export DIE_AREA = 0 0 80 80
```
`flow/design.v`:
```
module cntdiv_n #(TOPVALUE = 10) (clk, rst, clkdiv);
	input logic clk, rst;  
	output logic clkdiv;
	localparam BITS = $clog2(TOPVALUE);
	logic [BITS - 1 : 0] rCounter;
	always @(posedge clk, posedge rst) begin
		if (rst) begin
			rCounter <= 0;
			clkdiv <= 0;
		end else begin
			if (rCounter == (TOPVALUE - 1))
				rCounter <= 0;
			else	
				rCounter <= rCounter + 1;
			clkdiv <= (rCounter >= (TOPVALUE/2)) ? 1'b1 : 1'b0;
		end	
	end		
endmodule			
```
==> deck_impl_summary.md <==
Key Metrics from the Run

Synth
  – Post-Syn Area per Cell: 10.7 sq um
  – Post-synthesis sequential area ratio: 61.7%
  – Synthesized instance count: 19
  – Cells in synth_stat.txt: 19
  – Post-Syn Area: 203 sq um
  – Yosys stat area: 203 sq um
  – Cell Type Count: 9
  – Ys flops: 5
  – Yosys warnings: 1

Clock tree
  – Sink Count: 5
  – Post-CTS Repair Setup Buffers: 0
  – # resized after CTS: 1
  – CTS Hold Bufs: 0
  – Total CTS buffers: 3
  – Latency at later pin: 0.24 ns
  – CTS max path bufs: 2
  – Clk slew on worst S/H paths: 0.04 ns
  – CTS tree: done
  – Clock root cell: clkbuf_4
  – H-tree level count: 1

Global routing
  – Number of global-route vias before repair: 159
  – Gr usage total: 1.23%
  – First-pass GRT wire length: 627 um
  – Largest net degree at the start of global routing: 8
  – Initial antenna violation count: 0
  – Grt ovf: 0

Floorplan
  – Core Box Area: 3420 sq um
  – Die height: 80 um
  – Core utilization before placement: 5.93%
  – Die width: 80 um
  – DIE AREA: 6400 sq um
  – Number of placed I/O pins: 3
  – Row cnt: 21

Worst setup path
  – Critical path launch point type: flip-flop
  – WP data required: 0.88 ns
  – Worst r2r src: rCounter[0]$_DFF_PP0_
  – CP cell instances: dlygate4sd2_1
  – Crit end category: output port
  – Worst stage delay on the critical path: 0.35 ns
  – CP max FO: 1
  – Crit-path slowest cell: dfrtp_1
  – Crit path launch: clkdiv$_DFF_PP0_
  – CP delay by family, top: flip-flops
  – CP Class: flip-flop to output port
  – Worst Path Arrival: 0.82 ns
  – Worst Path Buf+Inv: 1

Pwr
  – Cell Int Power: 0.000325 W
  – Peak supply drop: 0.223 mV
  – Switching pwr: 0.0000772 W
  – Sequential share of power: 45.9%
  – Sw frac: 19.2%
  – Clk network pwr share: 52.4%
  – Pleak: 0.113 nW
  – Logic pwr share: 1.7%
  – P per Cell Area: 1320 nW/um^2

Route
  – Final WL: 343 um
  – Vias per Instance: 2.18
  – WL met1: 151 um
  – WL/cell: 4.83 um
  – Via count: 155
  – Remaining antenna violation count after routing: 0
  – Initial drt markers: 14
  – Top Metal Used: met3
  – Routed length on met2: 122 um
  – First drt pass iteration count: 4
  – Met3 wire len: 69 um
  – # DRC: 0
  – N_diodes: 0

Placed design
  – Dpl cells: 67
  – IO buf count: 2
  – Routability Congestion: 0.673
  – Post-DP HPWL: 247 um
  – Pre-CTS setup slack: 0.115 ns

Final timing
  – Total negative setup slack: 0 ns
  – Max Clk Rate: 963 MHz
  – Final setup vio count: 0
  – Slew Limit Fails: 0
  – RSZ-0062 raised after global routing: false
  – Fin crit period: 1.04 ns
  – Worst Tran Pin Value: 0.204 ns
  – Setup ws final: 0.0611 ns
  – Slew headroom: 86.4%
  – Final Hold Fails: 0
  – Clock skew: 0.00185 ns
  – Worst hold slack: 0.176 ns
  – Cycle use final: 94.4%

Cells and area
  – Filler cell count: 398
  – Comb area: 62.6 sq um
  – Post-route insts no fill: 71
  – Storage element area: 125 sq um
  – Share of layout cells above drive strength 1: 12.0%
  – Most common logic cells in the final layout: 5 x dfrtp_1, 4 x inv_1, 3 x clkbuf_4
  – Area delta synth->final: 50.6%
  – Commonest Layout Cell: dfrtp_1

Run status
  – Run status: finished clean

Job
  – Number of logged tool warnings: 25
  – Max_cap viols: 0

Hold path
  – Hold WC Path Type: input port to async pin
-- stage by stage --
| stage | total power, W | area [sq um] | utilization, % |
|---|---|---|---|
| 2_1_floorplan | 0.000190 | 203 | - |
| 3_3_place_gp | 0.000194 | 280 | 8.21 |
| 3_5_place_dp | 0.000194 | 280 | 8.21 |
| 4_1_cts | 0.000409 | 305 | 8.94 |
| 5_1_grt | 0.000427 | 305 | 8.94 |
| 6_report | 0.000402 | 305 | 8.94 |
-- synthesized netlist by cell type --
cell	instances	area, sq um
mux2i_1	1	10.0
o21ai_0	2	10.0
nand3b_1	1	7.51
nand2_1	2	7.51
inv_1	4	15.0
o21ai_1	2	10.0
dfrtp_1	5	125
a22o_1	1	8.76
xnor2_1	1	8.76
-- power groups by stage --
stage | logic (W) | registers, W | clock network [W]
final | 0.00000692 | 0.000185 | 0.000211
after global routing | 0.00000814 | 0.000184 | 0.000234
after CTS | 0.00000721 | 0.000185 | 0.000217
-- cell type report --
cell class	count	area share (%)
inverter	4	4.92
sequential	5	41.0
timing repair buffer	2	6.15
clock buffer	4	8.61
tap	46	18.9
multi-input combinational	10	20.5
-- routing by layer --
layer,track usage [%],vias up
met3,1.25,0
met2,1.77,6
met4,0.176,0
met1,1.27,74
met5,0,-
li1,-,75
-- sequential cells by signal, summed over array words and instances (netlist names) --
register,cells
rCounter,4
clkdiv,1
-- kinds of logic (layout without fill, tap and decap cells) --
group / after synthesis / count (layout) / synth area share, %
buf+inv: 4 / 10 / 7.41
flops: 5 / 5 / 61.7
compound gates: 5 / 5 / 14.2
simple gates: 3 / 3 / 7.41
mux: 1 / 1 / 4.94
xor+xnor: 1 / 1 / 4.32
-- worst register-to-register path: cells and delay by family, from the launching register on --
| family | cells | cell delay [ns] |
|---|---|---|
| and+or+nand+nor | 1 | 0.12 |
| DFF | 1 | 0.44 |
| AOI/OAI and AO/OA | 2 | 0.29 |
-- final timing paths --
kind | to | slack (ns) | depth (start not counted)
min in group clk0 | rCounter[3]$_DFF_PP0_ | 0.52 | 1
worst min register to register | rCounter[3]$_DFF_PP0_ | 0.52 | 1
max in group asynchronous | rCounter[0]$_DFF_PP0_ | 0.76 | 2
worst max register to register | rCounter[3]$_DFF_PP0_ | 0.15 | 3
worst max-delay path | clkdiv | 0.06 | 1
worst min-delay path | clkdiv$_DFF_PP0_ | 0.18 | 2
Power figures rest on the tool's default switching activity, not on a simulated workload.
