## design/flow/design.v

```verilog
module alu #(n = 5) 
	(a, b, ALUControl, flags, outALU);
	input logic [n - 1:0] a, b;
	input logic [1:0] ALUControl; 
	output logic [3:0] flags;
	output logic [n - 1:0] outALU;
	logic [n - 1:0] sum;
	logic [n - 1:0] auxB;
	logic Cout;
	always_comb begin
		case (ALUControl)
			2'b00: outALU = sum;
			2'b01: outALU = sum;
			2'b10: outALU = a & b;
			2'b11: outALU = a | b;
		endcase
	end
	always_comb begin
		auxB = b;
		if (ALUControl[0]) begin
			auxB = ~b;
		end
		{Cout, sum} = {1'b0, a} + ({1'b0, auxB} + ALUControl[0]);
	end
	assign flags[3] = outALU[n - 1]; 
	assign flags[2] = (outALU == 0)? 1'b1 : 1'b0;
	assign flags[1] = Cout & (~ALUControl[1]); 
	assign flags[0] = (~(ALUControl[0] ^ a[n - 1] ^ b[n - 1])) & (a[n - 1] ^ sum[n - 1]) & (~ALUControl[1]); 
endmodule
```

## design/flow/run.sh

```bash
#!/bin/bash
# OpenROAD 26Q1-2900-gdf79404cd8, Yosys 0.63+post, stock flow scripts
make -C /OpenROAD-flow-scripts/flow DESIGN_CONFIG=/design/flow/config.mk WORK_HOME=/design/flow/orfs finish
```

## design/flow/config.mk

```make
export PLATFORM = sky130hd
export DESIGN_NAME = alu
export DESIGN_NICKNAME = alu
export VERILOG_FILES = /design/flow/design.v
export SDC_FILE = /design/flow/constraint.sdc
export NUM_CORES = 4
export LEC_CHECK = 1
export CORE_AREA = 10 10 70 70
export DIE_AREA = 0 0 80 80
```

## design/flow/constraint.sdc

```tcl
current_design alu

set clk_period 4.6
set clk_io_pct 0.2

create_clock -name clk0 -period $clk_period

set non_clock_inputs [all_inputs -no_clocks]
set_input_delay [expr $clk_period * $clk_io_pct] -clock clk0 $non_clock_inputs
set_output_delay [expr $clk_period * $clk_io_pct] -clock clk0 [all_outputs]
```

==> flow_summary.yaml <==
# flow metrics
floorplanning:
  dieArea_um2: 6400
  die_y_um: 80
  die_w_um: 80
  coreArea_um2: 3420
  io_pins: 21
  rows: 21
  fp_util_pct: 12.2
final_layout:
  layout.cells.non_filler: 122
  combGateArea_um2: 387
  drive_gt1_share_pct: 11.8
  fill_cells: 384
  final_util_pct: 20.1
  synthToLayoutAreaGrowth_pct: 65.7
  area.sequential_um2: 0
  seq_cells: 0
  clock_buffers: 0
hold_path:
  hold_path_class: "in -> out"
routing:
  drt-pass1-iter-count: 3
  wirelength_mm: 1.16
  drt-initial-drc-count: 15
  vias_per_cell: 3.44
  post-route-drc-count: 0
  insertedDiodeCount: 0
  wl_per_cell_um: 9.54
  vias: 420
  ant_nets: 0
final_timing:
  post-route-period-util_pct: 94.8
  rsz0062_at_grt: "no"
  setup_viol: 0
  setup_ws_ns: 0.240
  maxSlewHeadroom_pct: 68.7
  period_needed_ns: 4.36
  maxSlewViolCount: 0
  finalSetupTns_ns: 0
  worst_pin_slew_ns: 0.469
  hold_violations: 0
  fmax_mhz: 229
setup_path:
  critPathKind: "in -> out"
  cp.required_ns: 3.68
  arrival_ns: 3.44
  end_kind: "primary output"
  worst_setup_path_start_kind: "input pin"
  worstPathMaxFanout: 4
placement:
  portBuffers: 21
  dp_cells: 122
  place_ws_ns: 0.0536
  routabilityCongestion: 0.712
  dpl.hpwl_mm: 1.04
logic_synthesis:
  synth_area_um2: 415
  synthCells: 55
  avgSynthCellArea_um2: 7.55
  top_area_share_pct: 15.1
  synthTopCellsByArea: "ha_1 15%, xor2_1 11%, fa_1 4.8%"
  ys_cells: 55
  postSynthSeqShare_pct: 0
  yosysChipArea_um2: 415
  yosysWarnings: 1
  largest_area_cell: "ha_1"
  synth_cell_type_count: 31
power_and_ir_drop:
  p_leak_nw: 0.265
  peakVddDrop_mv: 0.0210
  internal_power_mw: 0.0559
  combPwrFrac_pct: 100.0
  p_seq_share_pct: 0
  switching_power_mw: 0.0375
  power.share.switching_pct: 40.2
  pwr-share-clk_pct: 0
  power.density_nw_per_um2: 136
global_route:
  antenna_found_initial: 0
  grt_usage_pct: 3.38
  grt_max_degree: 15
  grt.overflow.total: 0
  grt_pass1_wl_mm: 1.84
  grt_pass1_vias: 398
clock_network:
  postCtsHoldBufs: 0
job:
  maxCapViolations: 0
  warnings: 33
run_status:
  status: "completed"
[synth_stat cells, drive strengths merged]
cell,number
ha,5
nand2,5
o21ai,5
xor2,5
nor2,4
a21oi,3
buf,3
inv,3
maj3,2
mux2i,2
nor2b,2
nor3,2
xnor2,2
a211oi,1
a221oi,1
a31oi,1
and2,1
and3b,1
fa,1
nand2b,1
nand3b,1
nor4,1
o21a,1
or2,1
or3,1
[path summary, 6_finish.rpt]
check	from	to	slack [ns]	cells past startpoint
min	a[0]	outALU[0]	2.87	4
max	ALUControl[0]	flags[2]	0.24	10
[power by group through the flow]
| stage | Clock [mW] | Combinational (mW) | Sequential, mW |
|---|---|---|---|
| finish | 0 | 0.0935 | 0 |
| global route | 0 | 0.106 | 0 |
| CTS | 0 | 0.0940 | 0 |
[cells in the final DEF (no fill, tap or decap), drive strengths merged]
master and count:
nor2b 2, xor2 5, or2 1, nor3 2
o21ai 5, nor4 1, or3 1, a31oi 1
clkdlybuf4s50 21, nor2 4, a221oi 1, mux2i 2
o21a 1, nand2b 1, a211oi 1, inv 3
ha 5, and2 1, nand2 5, xnor2 2
a21oi 3, fa 1, nand3b 1, maj3 2
and3b 1, buf 3
[critical path, stage by stage]
cell	delay (ns)
clkdlybuf4s50_1	0.54
xor2_1	0.21
inv_1	0.08
fa_1	0.41
buf_4	0.15
xor2_1	0.16
o21ai_2	0.07
or2_0	0.27
nor4_2	0.13
clkdlybuf4s50_1	0.50
[metrics by stage]
step / total power, mW / area (µm²) / hold slack [ns]
final: 0.0935 / 688 / 2.87
after global routing: 0.106 / 688 / 2.89
after CTS: 0.0940 / 682 / 2.88
after detailed placement: 0.0933 / 682 / 2.87
after global placement: 0.0925 / 682 / 2.88
after floorplan: 0.0515 / 415 / 1.87
[cell families (layout without fill, tap and decap cells)]
| logic type | count (synthesis) | count (layout) | synth area share [%] |
|---|---|---|---|
| adder cells (fa/ha/maj) | 8 | 8 | 25.0 |
| buffers and inverters | 6 | 27 | 8.43 |
| multiplexers | 2 | 2 | 4.82 |
| XOR/XNOR | 7 | 7 | 16.6 |
| AND-OR/OR-AND | 12 | 12 | 18.7 |
| AND/OR/NAND/NOR | 20 | 20 | 26.5 |
[final cells by class]
| cell class | instances | share of cell area [%] |
|---|---|---|
| multi-input cells | 49 | 56.2 |
| repair buffers | 24 | 33.8 |
| well taps | 46 | 8.36 |
| inverters | 3 | 1.64 |
[per-layer routing]
layer | global-route usage, % | routed length (µm) | part of all wire, % | vias up
met5 | 0 | 0 | 0 | -
met4 | 0 | 0 | 0 | 0
met3 | 1.25 | 160 | 14 | 0
met2 | 5.70 | 505 | 43 | 13
met1 | 4.24 | 498 | 43 | 171
li1 | - | - | - | 236
[what timing repair did]
item | CTS | global route
endpoints found under the setup margin | 0 | 4
gates resized | 0 | 2
buffers inserted | 0 | 0
hold endpoints to repair | 0 | 0
Power figures rest on the tool's default switching activity, not on a simulated workload.
