==> flow/design.v <==
module contador(
	input logic RST,  
	input logic EN,  
	input logic CLK,  
	input logic [3:0] D,  
	input logic [1:0] S,  
	output logic [3:0] Q );  
	logic [3:0] k;  
	always_ff @(posedge CLK, posedge RST) begin
	if (RST)
		k <= 4'b0000;  
	else
	if (EN)
		case (S)
			2'b01: k <= D;  
			2'b10: k <= k+1;  
			2'b11: k <= k-1;  
			default: k <= k;  
		endcase 
	end
	assign Q = k;  
endmodule
==> flow/run.sh <==
#!/bin/bash
# OpenROAD 26Q1-2900-gdf79404cd8, Yosys 0.63+post, stock flow scripts
make -C /OpenROAD-flow-scripts/flow DESIGN_CONFIG=/design/flow/config.mk WORK_HOME=/design/flow/orfs finish
==> flow/config.mk <==
export PLATFORM = sky130hd
export DESIGN_NAME = contador
export DESIGN_NICKNAME = contador
export VERILOG_FILES = /design/flow/design.v
export SDC_FILE = /design/flow/constraint.sdc
export NUM_CORES = 4
export LEC_CHECK = 1
export CORE_AREA = 10 10 70 70
export DIE_AREA = 0 0 80 80
==> flow/constraint.sdc <==
current_design contador

set clk_period 1.7
set clk_io_pct 0.2

create_clock -name clk0 -period $clk_period [get_ports {CLK}]

set non_clock_inputs [all_inputs -no_clocks]
set_input_delay [expr $clk_period * $clk_io_pct] -clock clk0 $non_clock_inputs
set_output_delay [expr $clk_period * $clk_io_pct] -clock clk0 [all_outputs]
==> run summary <==
The flow completed. In this run, post-CTS hold repair placed 0 buffers. Detailed routing placed a total of 149 µm of wire on met3. The power report puts the leakage power at 0.202 nW. Number of max-capacitance violations reported landed at 0.

The internal portion of the total power is 0.323 mW. The worst setup path is captured at a flip-flop. Number of core rows landed at 21. The script computed the net switching share of total power as 0.307. Number of buffers inserted to repair setup after CTS landed at 0.

Ranked by flip-flop count, first place goes to k. The first global-routing pass estimated 1.42 mm of wire. X dimension of the die landed at 80 µm. Looking at the clock tree report, the H-tree level count equals 1.

In the log, the iteration count for the first detailed-route pass is 3. Maximum clock frequency landed at 0.622 GHz. Setup slack on the worst path after placement came out at -0.148 ns. Per the final report, max-transition violations number 0. Summed over all layers, the global routing overflow is 0. Yosys stat counts 35 cells in the synthesized netlist.

STA classifies the critical path startpoint as an input pin. For reference, the final report shows the hold violation count at 0. The number of warnings reported in the stage logs is 25. Slew at the pin closest to its max-slew limit landed at 0.258 ns. Final worst clock skew landed at 0.00190 ns. Mean number of vias per cell landed at 3.10. The die covers 6400 µm². Pin count of the biggest net entering global routing landed at 9.

Excluding fillers, the count of instances in the completed layout stands at 97. Number of violations reported at the end of detailed-routing iteration 0 landed at 27. Number of setup violations in the final report landed at 0. Minimum clock period landed at 1.61 ns. Detailed placement HPWL landed at 733 µm. Cell area after layout landed at 513 µm². For reference, the most critical setup path is categorized as in -> reg. Overall die height landed at 80 µm. The share of total power dissipated in the clock network is 0.252. The warning tally printed by Yosys for this design is 1. Synthesis inferred 4 register bits. The count of nets left with antenna violations once routing finished came out at 0. The synthesized netlist has a Yosys-reported chip area of 303 µm². STA shows the worst reg2reg path with a cell count of 6. Number of distinct library cell variants in the gate-level netlist after synthesis landed at 21.

Per the OpenROAD floorplan log, the area of the core is 3420 µm². Number of buffers inserted by port buffering landed at 12. The OpenROAD report gives the critical path a data arrival time of 1.72 ns.

Endpoint required time on the critical path landed at 1.82 ns. Relative max-transition margin landed at 0.827. The flow ran to the end, and the final reports show no timing, DRC or antenna violations. Post-synthesis area per instance landed at 8.65 µm². CTS reports a maximum clock tree buffer depth of 2. Post-CTS clock slew at the launch and capture registers of the worst setup and hold paths landed at 0.04 ns. For this run, the script counts the antenna cells in the layout as 0. The script computed a power per unit cell area of 908 nW/µm². TritonCTS created 3 clock buffers. Power share of the sequential group landed at 0.355. Signal nets in the final route climb as high as met3. Share of the clock period used by the worst path after layout landed at 0.946. Setup repair after global routing left no endpoint under its margin.

The wire length recorded after detailed routing is 887 µm. Note that the worst hold path type here is in -> async. Placed instance area landed at 490 µm². TritonCTS built the clock tree. Detailed routing placed a total of 304 µm of wire on met2. Number of placed instances with taps included landed at 94. Number of cells upsized or downsized after cts landed at 0. The script logs the mean routed wire length per placed instance as 9.14 µm. Area growth from synthesis to layout landed at 69.4%. Post-route DRC violation count landed at 0. Utilization after layout landed at 0.150. Effective utilization at floorplan landed at 0.0886. Final critical-path setup slack landed at 0.0913 ns. Ranking logic cells in the layout by count gives the top entries sky130_fd_sc_hd__clkdlybuf4s50_1, sky130_fd_sc_hd__nand2_1, sky130_fd_sc_hd__dfrtp_1, sky130_fd_sc_hd__inv_1, sky130_fd_sc_hd__clkbuf_4. Looking at the critical path, the highest net fanout was 2.

Clock network latency to the later pin of the worst-skew pair landed at 0.24 ns. In the synthesized netlist, the number of instances is 35. Worst hold slack across all endpoints landed at 0.284 ns.

Number of flip-flops in the largest register landed at 4. The cell area that synthesis handed to floorplanning was 303 µm². Summed over all nets, the switching power comes to 0.143 mW. Pin placement for this block handled 13 I/O pins. By instance count after routing, the leading logic cell type is sky130_fd_sc_hd__clkdlybuf4s50_1. The number of antenna violations at the first check in global routing is 0.

Fraction of layout cells with a size suffix above 1 landed at 0.157. Via count landed at 301. Of the total power, combinational logic draws 0.393. The via count of the first global-routing pass was 302. In this run the clock root is driven by a sky130_fd_sc_hd__clkbuf_4.

Per Yosys stat, the portion of area used by sequential elements is 0.331. The largest registers in the layout are k x4. Routability-driven placement congestion ratio landed at 0.684. Number of clock sinks seen by CTS landed at 4. The analysis reports a worst IR drop on VDD of 0.375 mV.

For this block, wires on met1 add up to 434 µm. Total routing resource utilization after global routing landed at 0.0292.
synthesized netlist by cell type:
cell	instances	area share
sky130_fd_sc_hd__nor2_1	1	0.012
sky130_fd_sc_hd__nand2_1	5	0.062
sky130_fd_sc_hd__xnor2_1	1	0.029
sky130_fd_sc_hd__nor3b_2	1	0.041
sky130_fd_sc_hd__a21oi_1	2	0.033
sky130_fd_sc_hd__nor4b_2	1	0.050
sky130_fd_sc_hd__nor2b_1	2	0.041
sky130_fd_sc_hd__a31oi_1	1	0.021
sky130_fd_sc_hd__dfrtp_1	4	0.33
sky130_fd_sc_hd__mux2i_1	2	0.066
sky130_fd_sc_hd__a211oi_1	1	0.025
sky130_fd_sc_hd__a22o_1	1	0.029
sky130_fd_sc_hd__o22ai_1	2	0.041
sky130_fd_sc_hd__ha_1	1	0.041
sky130_fd_sc_hd__o21a_1	1	0.025
sky130_fd_sc_hd__o21ai_0	2	0.033
sky130_fd_sc_hd__nand2b_1	1	0.021
sky130_fd_sc_hd__inv_1	3	0.037
sky130_fd_sc_hd__clkbuf_2	1	0.017
sky130_fd_sc_hd__a21oi_2	1	0.029
sky130_fd_sc_hd__nand3_1	1	0.017
critical path, stage by stage:
cell and delay (ns):
sky130_fd_sc_hd__clkdlybuf4s50_1 0.48, sky130_fd_sc_hd__nand2_1 0.07, sky130_fd_sc_hd__xnor2_1 0.14, sky130_fd_sc_hd__ha_1 0.22, sky130_fd_sc_hd__nor3b_2 0.06, sky130_fd_sc_hd__a21oi_2 0.14, sky130_fd_sc_hd__mux2i_1 0.19, sky130_fd_sc_hd__a21oi_1 0.08
final cells by class:
| type | instances | area (µm²) |
|---|---|---|
| Tap cell | 46 | 57.6 |
| Fill cell | 392 | 2900 |
| Sequential cell | 4 | 100 |
| Multi-Input combinational cell | 27 | 186 |
| Inverter | 3 | 11.3 |
| Clock buffer | 3 | 22.5 |
| Timing Repair Buffer | 14 | 135 |
power groups by stage:
stage     clock (mW)  sequential (mW)  combinational (mW)
4_1_cts        0.123            0.166               0.188
5_1_grt        0.137            0.172               0.204
6_report       0.117            0.165               0.183
stage by stage:
step / TNS, ns / power (mW)
finish: 0 / 0.466
global route: 0 / 0.513
CTS: 0 / 0.476
detailed placement: -0.248 / 0.353
global placement: -0.221 / 0.348
floorplan: 0 / 0.250
worst paths after layout:
| check | end | start | slack (ns) |
|---|---|---|---|
| worst min-delay path | k[0] | RST | 0.28 |
| worst max register to register | k[2] | k[1] | 0.25 |
| min in group clk0 | k[3] | k[3] | 0.62 |
| worst max-delay path | k[2] | S[1] | 0.09 |
| max in group asynchronous | k[2] | RST | 1.27 |
| worst min register to register | k[3] | k[3] | 0.62 |
routing by layer:
metal	global-route usage	vias to the layer above
met5	0	-
met4	0.00176	0
met3	0.0318	0
met2	0.0329	12
met1	0.0374	131
li1	-	158
logic make-up after synthesis:
family,Yosys count,synth area share
and+or+nand+nor,12,0.244
adders and majority gates,1,0.0413
muxes,2,0.0661
xor gates and xnor gates,1,0.0289
buffers and inverters,4,0.0537
AOI/OAI and AO/OA,11,0.236
DFF,4,0.331
Power is estimated from default activity; no workload was simulated.
